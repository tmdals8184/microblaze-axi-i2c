==> flow/design.v <==
`timescale 1ns / 1ps
module i2c_slave (
    input  logic       clk,
    input  logic       reset,
    input  logic [7:0] send_data,
    output logic [7:0] recv_data,
    inout  logic       SDA,
    input  logic       SCL
);
    localparam SLV_ADDR = 7'b1010_000;
    localparam ACK = 1'b0, NACK = 1'b1;
    logic sda_en_reg, sda_en_next, sda_out;
    assign SDA = sda_en_reg ? sda_out : 1'bz;
    logic [1:0] sda_sync, scl_sync;
    logic sda_sync_en_reg, sda_sync_en_next;
    always_ff @(posedge clk, posedge reset) begin
        if (reset) begin
            sda_sync_en_reg <= 1'b1;
            sda_sync        <= 0;
            scl_sync        <= 0;
        end else begin
            sda_sync_en_reg <= sda_sync_en_next;
            if (sda_sync_en_reg) begin
                sda_sync <= {sda_sync[0], SDA};
            end else begin
                sda_sync <= 0;
            end
            scl_sync <= {scl_sync[0], SCL};
        end
    end
    wire sda_posedge = sda_sync[0] & ~sda_sync[1];
    wire sda_negedge = ~sda_sync[0] & sda_sync[1];
    wire scl_posedge = scl_sync[0] & ~scl_sync[1];
    wire scl_negedge = ~scl_sync[0] & scl_sync[1];
    typedef enum {
        IDLE,
        ADDR,
        HOLD,
        SEND,
        RECV,
        ACK_SEND,
        ACK_RECV
    } state_t;
    state_t state, state_next;
    logic ack_reg, ack_next;
    logic state_req_reg, state_req_next;
    logic [7:0] recv_data_reg, recv_data_next;
    logic [7:0] send_data_reg, send_data_next;
    logic [2:0] bit_cnt_reg, bit_cnt_next;
    logic rdwr_reg, rdwr_next;
    wire addr_match = (recv_data_next[7:1] == SLV_ADDR) ? 1'b1 : 1'b0;
    assign recv_data = recv_data_reg;
    always_ff @(posedge clk, posedge reset) begin
        if (reset) begin
            state         <= IDLE;
            ack_reg       <= ACK;
            state_req_reg <= 1'b1;
            recv_data_reg <= 0;
            send_data_reg <= 0;
            bit_cnt_reg   <= 0;
            rdwr_reg      <= 1'b0;
            sda_en_reg    <= 1'b0;
        end else begin
            state         <= state_next;
            ack_reg       <= ack_next;
            state_req_reg <= state_req_next;
            recv_data_reg <= recv_data_next;
            send_data_reg <= send_data_next;
            bit_cnt_reg   <= bit_cnt_next;
            rdwr_reg      <= rdwr_next;
            sda_en_reg    <= sda_en_next;
        end
    end
    always_comb begin
        sda_sync_en_next = 1'b1;
        sda_out          = 1'b0;
        case (state)
            ACK_SEND, RECV: sda_sync_en_next = 1'b0;
        endcase
        case (state)
            ACK_SEND: if (SCL) sda_out = (ack_reg == ACK) ? 1'b0 : 1'b1;
            SEND:     sda_out = send_data_reg[7];
        endcase
    end
    always_comb begin
        state_next     = state;
        state_req_next = state_req_reg;
        recv_data_next = recv_data_reg;
        send_data_next = send_data_reg;
        bit_cnt_next   = bit_cnt_reg;
        rdwr_next      = rdwr_reg;
        ack_next       = ack_reg;
        sda_en_next    = sda_en_reg;
        case (state)
            IDLE: begin
                if (SCL) begin
                    if (sda_negedge) begin
                        state_next = HOLD;
                    end
                end
            end
            HOLD: begin
                if (scl_sync && sda_negedge) begin
                    state_req_next = 1'b1;
                end else if (scl_sync && sda_posedge) begin
                    state_next = IDLE;
                end else if (scl_posedge) begin
                    bit_cnt_next   = 1'b1;
                    recv_data_next = {recv_data_reg[6:0], SDA};
                    if (state_req_reg) begin
                        state_req_next = 1'b0;
                        state_next     = ADDR;
                    end else state_next = RECV;
                end
            end
            ADDR: begin
                if (scl_posedge) begin
                    recv_data_next = {recv_data_reg[6:0], SDA};
                    if (bit_cnt_reg == 7) begin
                        bit_cnt_next = 0;
                        rdwr_next    = SDA;
                        state_next   = ACK_SEND;
                        ack_next     = (addr_match) ? ACK : NACK;
                    end else begin
                        bit_cnt_next = bit_cnt_reg + 1;
                    end
                end
            end
            ACK_SEND: begin
                if (scl_posedge) sda_en_next = 1'b1;
                if (scl_negedge) begin
                    sda_en_next = 1'b0;
                    if (state_req_reg) begin
                        state_req_next = 1'b0;
                        if (rdwr_reg) begin
                            send_data_next = send_data;
                            state_next     = SEND;
                        end else begin
                            state_next = HOLD;
                        end
                    end else begin
                        state_req_next = 1'b1;
                    end
                end
            end
            ACK_RECV: begin
                sda_en_next = 1'b0;
                if (scl_posedge) begin
                    ack_next = (SDA == NACK);
                end
                if (scl_negedge) begin
                    if (ack_reg == NACK) begin
                        state_next = IDLE;
                    end else begin
                        send_data_next = send_data;
                        state_next     = SEND;
                    end
                end
            end
            SEND: begin
                sda_en_next = 1'b1;
                if (scl_negedge) begin
                    send_data_next = {send_data_reg[6:0], 1'b0};
                    if (bit_cnt_reg == 7) begin
                        bit_cnt_next = 0;
                        state_next   = ACK_RECV;
                    end else begin
                        bit_cnt_next = bit_cnt_reg + 1;
                    end
                end
            end
            RECV: begin
                if (scl_posedge) begin
                    recv_data_next = {recv_data_reg[6:0], SDA};
                    if (bit_cnt_reg == 7) begin
                        bit_cnt_next = 0;
                        ack_next     = ACK;
                        state_next   = ACK_SEND;
                    end else begin
                        bit_cnt_next = bit_cnt_reg + 1;
                    end
                end
            end
        endcase
    end
endmodule
==> flow/run.sh <==
#!/bin/bash
# OpenROAD 26Q1-2900-gdf79404cd8, Yosys 0.63+post, stock flow scripts
make -C /OpenROAD-flow-scripts/flow DESIGN_CONFIG=/design/flow/config.mk WORK_HOME=/design/flow/orfs finish
==> flow/config.mk <==
export PLATFORM = sky130hd
export DESIGN_NAME = i2c_slave
export DESIGN_NICKNAME = i2c_slave
export VERILOG_FILES = /design/flow/design.v
export SDC_FILE = /design/flow/constraint.sdc
export NUM_CORES = 4
export LEC_CHECK = 1
export CORE_AREA = 10 10 110 110
export DIE_AREA = 0 0 120 120
==> flow/constraint.sdc <==
current_design i2c_slave

set clk_period 2.4
set clk_io_pct 0.2

create_clock -name clk0 -period $clk_period [get_ports {clk}]

set non_clock_inputs [all_inputs -no_clocks]
set_input_delay [expr $clk_period * $clk_io_pct] -clock clk0 $non_clock_inputs
set_output_delay [expr $clk_period * $clk_io_pct] -clock clk0 [all_outputs]
==> results.py <==
# Generated from Yosys and OpenROAD reports
metrics = {
    "outcome": {
        "outcome": "did not finish",
        "lastStage": "4_1_cts",
        "error_line": "[error] [KeplerFormal.cpp:679] Workflow failed: Iso has multiple drivers: .SDA0, _158_.X0",
    },
    "clocking": {
        "ctsHtreeMaxLevel": 2,
        "clk_path_buf_depth": 2,
        "cts_root_buf": "clkbuf_8",
        "cts_setup_buffers": 0,
        "clock_sink_count": 34,
        "cts_resized": 0,
        "cts_hold_buffers": 0,
        "numCtsBuffers": 5,
    },
    "logic_synthesis": {
        "area_leaders": "dfrtp_1, mux2i_1, dfstp_2, a21oi_1, nor2_1",
        "synthCells": 163,
        "synth_warnings": 2,
        "edf_count": 0,
        "ff_type": "dfrtp_1",
        "ys_seq_share_pct": 50.8,
        "yosysChipArea_um2": 1680,
        "yosysCellCount": 163,
        "avgSynthCellArea_um2": 10.3,
        "synth_cell_types": 43,
        "async_flop_share_pct": 100,
        "top_area_share_pct": 46.1,
        "top_area_cell": "dfrtp_1",
        "synthesis.area_um2": 1680,
        "ys_seq_elements": 34,
        "common_cells": "dfrtp_1, nor2_1, a21oi_1, nand2_1, o21ai_0",
        "post-synth-top-count-cell": "dfrtp_1",
    },
    "floorplanning": {
        "pin_count": 20,
        "die_w_um": 120,
        "fp_util_pct": 17.2,
        "rows": 36,
        "dieHeight_um": 120,
    },
    "placed_design": {
        "io_buffers": 18,
        "dp_hpwl_mm": 2.60,
        "place_congestion": 0.850,
    },
}
## stage by stage
| stage | instance area, um^2 | instances | setup WS [ps] | utilization [%] | hold slack [ps] |
|---|---|---|---|---|---|
| floorplan | 1680 | 163 | 698 | - | 349 |
| global placement | 2000 | 307 | 400 | 20.4 | 475 |
| detailed placement | 2000 | 307 | 380 | 20.4 | 474 |
## logic make-up after synthesis
| group | share of synthesized area, % |
|---|---|
| mux | 8.10 |
| fa+ha+maj | 1.49 |
| buf+inv | 3.42 |
| xor+xnor | 0.967 |
| compound gates | 19.0 |
| flops | 50.8 |
| simple gates | 16.3 |
