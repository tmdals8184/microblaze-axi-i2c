`run.sh`:
```
#!/bin/bash
# OpenROAD 26Q1-2900-gdf79404cd8, Yosys 0.63+post, stock flow scripts
make -C /OpenROAD-flow-scripts/flow DESIGN_CONFIG=/design/flow/config.mk WORK_HOME=/design/flow/orfs finish
```
`constraint.sdc`:
```
current_design i2c_master

set clk_period 3.6
set clk_io_pct 0.2

create_clock -name clk0 -period $clk_period [get_ports {clk}]

set non_clock_inputs [all_inputs -no_clocks]
set_input_delay [expr $clk_period * $clk_io_pct] -clock clk0 $non_clock_inputs
set_output_delay [expr $clk_period * $clk_io_pct] -clock clk0 [all_outputs]
```
`config.mk`:
```
export PLATFORM = sky130hd
export DESIGN_NAME = i2c_master
export DESIGN_NICKNAME = i2c_master
export VERILOG_FILES = /design/flow/design.v
export SDC_FILE = /design/flow/constraint.sdc
export NUM_CORES = 4
export LEC_CHECK = 1
export CORE_UTILIZATION = 50
```
`design.v`:
```
`timescale 1ns / 1ps
module i2c_master (
    input  logic       clk,
    input  logic       reset,
    input  logic       i2c_en,
    input  logic       i2c_trig,
    input  logic       i2c_start,
    input  logic       i2c_stop,
    input  logic       i2c_ack,
    input  logic [7:0] tx_data,
    output logic       tx_done,
    output logic       tx_ready,
    output logic [7:0] rx_data,
    output logic       rx_done,
    inout  logic       SDA,
    output logic       SCL
);
    localparam ACK = 1'b0, NACK = 1'b1;
    typedef enum {
        IDLE,
        HOLD,
        START,
        STOP,
        WRITE,
        READ,
        ACK_RW
    } state_t;
    state_t state, state_next;
    logic ack_reg, ack_next;
    logic sda_en, sda_out;
    logic [7:0] tx_data_reg, tx_data_next;
    logic [7:0] rx_data_reg, rx_data_next;
    logic [8:0] clk_cnt_reg, clk_cnt_next;
    logic [2:0] bit_cnt_reg, bit_cnt_next;
    logic [1:0] phase_cnt_reg, phase_cnt_next;
    logic rdwr_reg, rdwr_next;
    assign SDA = sda_en ? sda_out : 1'bz;
    assign rx_data = rx_data_reg;
    always_ff @(posedge clk, posedge reset) begin
        if (reset) begin
            state         <= IDLE;
            ack_reg       <= ACK;
            tx_data_reg   <= 0;
            rx_data_reg   <= 0;
            clk_cnt_reg   <= 0;
            bit_cnt_reg   <= 0;
            phase_cnt_reg <= 0;
            rdwr_reg      <= 0;
        end else begin
            state         <= state_next;
            ack_reg       <= ack_next;
            tx_data_reg   <= tx_data_next;
            rx_data_reg   <= rx_data_next;
            clk_cnt_reg   <= clk_cnt_next;
            bit_cnt_reg   <= bit_cnt_next;
            phase_cnt_reg <= phase_cnt_next;
            rdwr_reg      <= rdwr_next;
        end
    end
    always_comb begin
        sda_en  = 1'b1;
        sda_out = 1'b1;
        SCL     = 1'b1;
        case (state)
            READ:   sda_en = 1'b0;
            ACK_RW: sda_en = (rdwr_reg) ? 1'b1 : 1'b0;
        endcase
        case (state)
            IDLE, HOLD: sda_out = 1'b1;
            START:      sda_out = 1'b0;
            STOP:       sda_out = (phase_cnt_reg == 1) ? 1'b1 : 1'b0;
            WRITE:      sda_out = tx_data_reg[7];
            ACK_RW:     sda_out = (ack_reg == NACK);
        endcase
        case (state)
            IDLE, STOP: SCL = 1'b1;
            HOLD:       SCL = 1'b0;
            START:      SCL = (phase_cnt_reg == 1) ? 1'b0 : 1'b1;
            WRITE, READ, ACK_RW: begin
                case (phase_cnt_reg)
                    2'd0, 2'd3: SCL = 1'b0;
                    2'd1, 2'd2: SCL = 1'b1;
                endcase
            end
        endcase
    end
    always_comb begin
        state_next     = state;
        tx_data_next   = tx_data_reg;
        rx_data_next   = rx_data_reg;
        clk_cnt_next   = clk_cnt_reg;
        bit_cnt_next   = bit_cnt_reg;
        phase_cnt_next = phase_cnt_reg;
        ack_next       = ack_reg;
        rdwr_next      = rdwr_reg;
        tx_done        = 1'b0;
        tx_ready       = 1'b0;
        rx_done        = 1'b0;
        case (state)
            IDLE: begin
                if (i2c_en) state_next = START;
            end
            HOLD: begin
                tx_ready = 1'b1;
                if (i2c_trig) begin
                    case ({
                        i2c_start, i2c_stop
                    })
                        2'b00: begin   
                            tx_data_next = tx_data;
                            rdwr_next    = 1'b0;
                            state_next   = WRITE;
                        end
                        2'b01: begin   
                            state_next = STOP;
                        end
                        2'b10: begin   
                            state_next = START;
                        end
                        2'b11: begin   
                            rdwr_next  = 1'b1;
                            ack_next   = i2c_ack;
                            state_next = READ;
                        end
                    endcase
                end
            end
            START: begin
                if (clk_cnt_reg == 499) begin
                    clk_cnt_next = 0;
                    if (phase_cnt_reg == 1) begin
                        phase_cnt_next = 0;
                        state_next     = HOLD;
                    end else begin
                        phase_cnt_next = phase_cnt_reg + 1;
                    end
                end else begin
                    clk_cnt_next = clk_cnt_reg + 1;
                end
            end
            WRITE: begin
                if (clk_cnt_reg == 249) begin
                    clk_cnt_next = 0;
                    if (phase_cnt_reg == 3) begin
                        phase_cnt_next = 0;
                        if (bit_cnt_reg == 7) begin
                            bit_cnt_next = 0;
                            tx_done      = 1'b1;
                            state_next   = ACK_RW;
                        end else begin
                            bit_cnt_next = bit_cnt_reg + 1;
                            tx_data_next = {tx_data_reg[6:0], 1'b0};
                        end
                    end else begin
                        phase_cnt_next = phase_cnt_reg + 1;
                    end
                end else begin
                    clk_cnt_next = clk_cnt_reg + 1;
                end
            end
            READ: begin
                if (clk_cnt_reg == 249) begin
                    clk_cnt_next = 0;
                    if (phase_cnt_reg == 1)
                        rx_data_next = {rx_data_reg[6:0], SDA};
                    if (phase_cnt_reg == 3) begin
                        phase_cnt_next = 0;
                        if (bit_cnt_reg == 7) begin
                            bit_cnt_next = 0;
                            state_next   = ACK_RW;
                        end else begin
                            bit_cnt_next = bit_cnt_reg + 1;
                        end
                    end else begin
                        phase_cnt_next = phase_cnt_reg + 1;
                    end
                end else begin
                    clk_cnt_next = clk_cnt_reg + 1;
                end
            end
            ACK_RW: begin
                if (clk_cnt_reg == 249) begin
                    clk_cnt_next = 0;
                    if (phase_cnt_reg == 1 && !rdwr_reg)
                        ack_next = SDA ? NACK : ACK;
                    if (phase_cnt_reg == 3) begin
                        phase_cnt_next = 0;
                        rx_done        = (ack_reg) ? 1'b1 : 1'b0;
                        state_next     = (ack_reg) ? STOP : HOLD;
                    end else begin
                        phase_cnt_next = phase_cnt_reg + 1;
                    end
                end else begin
                    clk_cnt_next = clk_cnt_reg + 1;
                end
            end
            STOP: begin
                if (clk_cnt_reg == 499) begin
                    clk_cnt_next = 0;
                    if (phase_cnt_reg == 1) begin
                        phase_cnt_next = 0;
                        state_next     = IDLE;
                    end else begin
                        phase_cnt_next = phase_cnt_reg + 1;
                    end
                end else begin
                    clk_cnt_next = clk_cnt_reg + 1;
                end
            end
        endcase
    end
endmodule
```
==> flow.log <==
[flow] collecting metrics
INFO  metric die_y = between 60 and 70 um
INFO  metric ys_seq_share = between 40% and 50%
INFO  metric error_msg = [error] [KeplerFormal.cpp:679] Workflow failed: Iso has multiple drivers: .SDA0, _217_.Y0
INFO  metric num_rows = 23
INFO  metric post_cts.resized_instances = 0
INFO  metric fp-utilization = 53.07%
INFO  metric htree_num_levels = 2
INFO  metric synth_area_per_cell = 11.04 um2
INFO  metric cts-root-to-sink-buffers = 2
INFO  metric postCtsSetupBuffers = 0
INFO  metric clk_root_buffer_cell = sky130_fd_sc_hd__clkbuf_8
INFO  metric cts.sinks = 39
INFO  metric ys.flop_type = sky130_fd_sc_hd__dfrtp_1
INFO  metric failed_stage = 4_1_cts
INFO  metric gpl.final_weighted_congestion = 0.8592
INFO  metric synth_flop_count = 39
INFO  metric die_width = just under 70 um
INFO  metric place.port_buffers = 26
INFO  metric synth.yosys.num_cells = 195
INFO  metric ys_warn_count = 2
INFO  metric post_synth_instance_area = 2153 um2
INFO  metric enable_flop_cells = 0
INFO  metric cts.hold.buffers_added = 0
INFO  metric netlist_instances = about 200
INFO  metric yosys_area = 2153 um2
INFO  metric design.portCount = 28
INFO  metric cts-buffers-inserted = 5
INFO  metric async_reset_ff_share = 100.0%
INFO  metric status = did not finish
INFO  metric ys_types = 40
INFO  metric dp.final_hpwl = 2780 um
[kinds of logic after synthesis]
logic type | count (synthesis) | synth area share (%)
multiplexers | 31 | 16.04
flip-flops | 39 | 45.38
AND/OR/NAND/NOR | 51 | 13.89
AND-OR/OR-AND | 38 | 11.97
adder cells (fa/ha/maj) | 13 | 7.554
buffers and inverters | 18 | 3.137
XOR/XNOR | 5 | 2.034
[cells in the mapped netlist (3+ instances only)]
library cell / n / area, um2
sky130_fd_sc_hd__ha_1: 13 / 162.7
sky130_fd_sc_hd__dfrtp_1: 38 / 950.9
sky130_fd_sc_hd__nor3_1: 3 / 15.01
sky130_fd_sc_hd__inv_1: 12 / 45.04
sky130_fd_sc_hd__mux2_2: 28 / 315.3
sky130_fd_sc_hd__mux2i_1: 3 / 30.03
sky130_fd_sc_hd__a21oi_1: 9 / 45.04
sky130_fd_sc_hd__nor2_1: 11 / 41.29
sky130_fd_sc_hd__and3_1: 5 / 31.28
sky130_fd_sc_hd__nand2_1: 13 / 48.80
sky130_fd_sc_hd__clkbuf_1: 6 / 22.52
sky130_fd_sc_hd__o21ai_0: 9 / 45.04
sky130_fd_sc_hd__nor2b_1: 3 / 18.77
sky130_fd_sc_hd__xnor2_1: 3 / 26.28
sky130_fd_sc_hd__nand3_1: 4 / 20.02
[per-stage QoR]
stage	worst slack [ns]	instances	hold slack (ns)	area [um2]
after global placement	0.9291	266	0.4731	2461
after detailed placement	0.9023	266	0.4789	2461
after floorplan	1.549	195	0.4556	2153
